$ cat design.v
 module Single_port_SYNC_RAM (din,rx_valid,dout,tx_valid,clk,rst_n);
 parameter MEM_DEPTH = 256 ;
 parameter ADDR_SIZE = 8 ;
 input [9:0] din;
 input clk,rst_n,rx_valid;
 output reg [7:0] dout;
 output reg tx_valid;
 reg [7:0] RAM [MEM_DEPTH-1:0];
reg [ADDR_SIZE-1 :0] wr_address , rd_address ;
 always @(posedge clk) begin
    if(~rst_n)begin
      dout <= 0;
      tx_valid <= 0;
      wr_address <= 0;
      rd_address <= 0;
    end
    else begin
        if(rx_valid)begin
          case (din[9:8])
            2'b00:begin
                  wr_address <= din[7:0];
                  tx_valid   <= 0;
            end 
            2'b01:begin
                  RAM[wr_address] <= din[7:0];
                  tx_valid        <= 0;
            end
            2'b10:begin
                  rd_address <= din[7:0];
                  tx_valid   <= 0;
            end
            2'b11:begin
                  dout     <= RAM[rd_address];
                  tx_valid <= 1;
            end
            default: dout <=0;
         endcase
        end     
    end    
 end    
 endmodule
module SPI_slave_interface (MOSI,MISO,SS_n,clk,rst_n,tx_valid,tx_data,rx_valid,rx_data);
parameter IDLE      = 3'b000;
parameter CHK_CMD   = 3'b001;
parameter WRITE     = 3'b010;
parameter READ_ADD  = 3'b011;
parameter READ_DATA = 3'b100;
input clk,rst_n;
input SS_n,MOSI,tx_valid;
input [7:0] tx_data;
output reg rx_valid,MISO;
output reg  [9:0] rx_data;
reg [3:0] counter;
reg Recieved_address;    
reg [2:0] cs,ns;         
always @(posedge clk,negedge rst_n) begin
    if(~rst_n)begin
        cs <= IDLE;
    end
    else begin
        cs <= ns;
    end
end
always @(*) begin
    if(~rst_n)begin
        ns = IDLE;
    end
    else begin
        case (cs)
            IDLE:begin
                if(SS_n == 1'b0)begin
                    ns = CHK_CMD;
                end
                else begin
                    ns = IDLE;
                end
            end
            CHK_CMD:begin
                if(SS_n == 1'b1)begin
                    ns = IDLE;
                end
                else if((SS_n == 1'b0) && (MOSI == 1'b0))begin
                    ns = WRITE;
                end
                else if((SS_n == 1'b0) && (MOSI == 1'b1) && (Recieved_address == 1'b0))begin
                    ns = READ_ADD;
                end
                else if((SS_n == 1'b0) && (MOSI == 1'b1) && (Recieved_address == 1'b1))begin
                    ns = READ_DATA;
                end    
            end
            WRITE:begin
                if(SS_n == 1'b1)begin
                    ns = IDLE;
                end
                else begin
                    ns = WRITE;
                end
            end
            READ_ADD:begin
                if(SS_n == 1'b1)begin
                    ns = IDLE;
                end
                else begin
                    ns = READ_ADD;
                end
            end
            READ_DATA:begin
                if(SS_n == 1'b1)begin
                    ns = IDLE;
                end
                else begin
                    ns = READ_DATA;
                end 
            end
        endcase
    end
end
always @(posedge clk) begin
    if(~rst_n)begin
        rx_valid        <=1'b0;
        MISO            <=1'b0;
        rx_data         <=10'b0;
        counter             <=1'b0;
        Recieved_address    <=1'b0;
    end
    else begin
        case (cs)
            IDLE:begin
                rx_valid <=1'b0;  
            end
            CHK_CMD:begin
                counter <= 10;
                rx_valid <=1'b0;  
            end
            WRITE:begin
                if(counter > 0)begin
                    rx_valid <=1'b0;
                    rx_data[counter - 1] <= MOSI;
                    counter <= counter - 1;
                end
                else begin
                    rx_valid <=1'b1;
                end
            end
            READ_ADD:begin
                if(counter > 0)begin
                    rx_valid <=1'b0;
                    rx_data[counter - 1] <= MOSI;
                    counter <= counter - 1;
                    Recieved_address <= 1'b0;
                end
                else begin
                    rx_valid <=1'b1;
                    Recieved_address <= 1'b1;
                end
            end
            READ_DATA:begin
                if(tx_valid == 1'b1)begin
                    rx_valid <=1'b0;     
                    if(counter > 0)begin
                        MISO <= tx_data[counter - 1];
                        counter  <= counter - 1;
                    end
                    else begin
                        Recieved_address <= 1'b0;
                    end
                end
                else begin   
                    if(counter > 0)begin
                        rx_data[counter - 1] <= MOSI;
                        counter  <= counter - 1;
                    end
                    else begin
                        rx_valid <=1'b1;
                        counter <= 9;
                    end
                end
            end  
        endcase
    end
end
endmodule
module SPI_Wrapper (MOSI,SS_n,clk,rst_n,MISO);
 parameter MEM_DEPTH = 256 ;
 parameter ADDR_SIZE = 8 ;
input MOSI,SS_n,clk,rst_n;
output MISO;
wire [9:0] rx_data;
wire rx_valid,tx_valid;
wire [7:0] tx_data;
Single_port_SYNC_RAM ram(rx_data,rx_valid,tx_data,tx_valid,clk,rst_n);
SPI_slave_interface SPI(MOSI,MISO,SS_n,clk,rst_n,tx_valid,tx_data,rx_valid,rx_data);
endmodule
$ cat constraint.sdc
current_design SPI_Wrapper

set clk_period 52.3
set clk_io_pct 0.2

create_clock -name clk0 -period $clk_period [get_ports {clk}]

set non_clock_inputs [all_inputs -no_clocks]
set_input_delay [expr $clk_period * $clk_io_pct] -clock clk0 $non_clock_inputs
set_output_delay [expr $clk_period * $clk_io_pct] -clock clk0 [all_outputs]
$ cat config.mk
export PLATFORM = sky130hd
export DESIGN_NAME = SPI_Wrapper
export DESIGN_NICKNAME = SPI_Wrapper
export VERILOG_FILES = /design/flow/design.v
export SDC_FILE = /design/flow/constraint.sdc
export NUM_CORES = 4
export LEC_CHECK = 1
export CORE_UTILIZATION = 30
$ cat run.sh
#!/bin/bash
# OpenROAD 26Q1-2900-gdf79404cd8, Yosys 0.63+post, stock flow scripts
make -C /OpenROAD-flow-scripts/flow DESIGN_CONFIG=/design/flow/config.mk WORK_HOME=/design/flow/orfs finish
==> results.py <==
# Physical implementation metrics
metrics = {
    "clocking": {
        "ctsResizeCount": 0,
        "cts_made_buffers": 199,
        "clkLatencyLatePin_ns": 0.86,
        "cts_tree": "yes",
        "clk_pin_slew_ns": 0.06,
        "post_cts_buffers": 0,
        "clockBufferDepth": 3,
        "holdBufCountCts": 0,
        "clock-root-buffer": "clkbuf_16",
        "htreeDepth": 4,
    },
    "critical_path": {
        "startpoint_type": "input pin",
        "crit_path_end_kind": "flop",
        "cp_max_fo": 41,
        "cpMaxStageDelayCell": "nand2_1",
        "critPathRequiredTime_ns": 52.73,
        "crit_type": "in2reg",
        "crit_family": "simple AND/OR/NAND/NOR gates",
        "reg2regPathDepth": 12,
        "r2r_start": "ram.rd_address[0]",
        "cp_slowest_stage_delay_ns": 0.60,
        "critical_path_arrival_ns": 14.06,
        "cp.depth": 8,
        "critPathLaunch": "rst_n",
        "worstPathCellList": "clkdlybuf4s50_1 -> buf_4 -> nand2_1 -> nor3b_1 -> nor3b_1 -> nand2_1 -> buf_4 -> nor2_1",
        "path_buffers": 3,
    },
    "layout": {
        "drive_gt1_share_pct": 19.2,
        "stdcell_count": 7991,
        "area_growth_pct": 13.1,
    },
    "global_route": {
        "grt_pass1_vias": 46356,
        "use_met3_pct": 15.8,
        "grtUsageMet2_pct": 25.1,
        "grt-busiest-layer": "met2",
        "grt_max_degree": 99,
        "grt.met1_usage_pct": 18.7,
        "grt.total_usage_pct": 17.5,
        "antenna_found_initial": 1,
        "grt_pass1_wl_um": 325000,
        "overflow": 0,
    },
    "outcome": {
        "status": "complete, no violations",
    },
    "timing": {
        "hold_violations": 0,
        "fmax_mhz": 73.4,
        "clock_skew_ns": 0.0674,
        "slew_viol_final": 0,
        "unclocked_pins": 3,
        "untimed_endpoints": 6,
        "worst_pin_slew_ns": 1.08,
        "rsz0062_at_grt": "false",
        "finalSetupTns_ns": 0,
        "period_used_pct": 26.1,
        "setup_viol": 0,
        "layout_min_cycle_time_ns": 13.63,
        "slew_headroom_pct": 27.5,
    },
    "logic_synthesis": {
        "netlist_instances": 4133,
        "yosys_warnings": 2,
        "ys_chip_area_um2": 82300,
        "ff_type": "edfxtp_1",
        "avgSynthCellArea_um2": 19.9,
        "yosysUniqueCellTypes": 80,
        "synth_flops": 2096,
        "syn-cell-area_um2": 82300,
        "synthArstFlopShare_pct": 0.143,
        "edf_count": 2048,
        "ys_cells": 4133,
    },
    "floorplanning": {
        "die_w_um": 526,
        "initCoreUtil_pct": 30.3,
        "die-height_um": 526,
        "die_area_um2": 277000,
        "rows": 191,
        "core_area_um2": 272000,
        "ioPinCount": 5,
    },
    "flow_run": {
        "maxCapViolCount": 0,
        "warning_count": 30,
    },
    "worst_hold_path": {
        "hold_depth": 1,
        "hp-start": "ram.dout[0]",
        "hp-class": "reg2reg",
    },
    "detailed_routing": {
        "drc": 0,
        "viasPerCell": 5.24,
        "drt-wirelength-per-cell_um": 28.3,
        "num_vias": 41839,
        "drt-total-wl_um": 226000,
        "drtAntennaViolNets": 0,
        "drt_pass1_iterations": 5,
        "drtIter0Drc": 2893,
    },
    "power": {
        "power.leakage_uw": 0.0291,
        "cellPowerDensity_nw_per_um2": 35.0,
        "ir_drop_mv": 0.0343,
    },
    "place": {
        "place_inst": 7613,
        "dp_hpwl_um": 143000,
        "port_buffers": 4,
        "gp_congestion": 0.963,
    },
}
[routing by layer]
layer | part of all wire (%) | routed length [um] | vias to the layer above
li1 | - | - | 17353
met1 | 32 | 72900 | 20675
met2 | 44 | 101000 | 3383
met3 | 20 | 44200 | 406
met4 | 3.3 | 7530 | 22
met5 | 0.51 | 1150 | -
[kinds of logic after synthesis]
group                      count (synthesis)  synth area share, %
xor gates and xnor gates                   7               0.0836
AOI/OAI and AO/OA                        448                 3.84
DFF                                     2093                 75.8
and+or+nand+nor                          620                 3.36
adders and majority gates                 12                0.182
buffers and inverters                    255                 2.06
latches                                    3               0.0547
muxes                                    695                 14.6
[where the power goes]
part | internal (uW) | switching, uW
Combinational | 1.43 | 2.18
Clock | 811 | 636
Sequential | 1810 | 0.108
[worst register-to-register path: cells and delay by family, from the launching register on]
kind / cells / cell delay [ns]
compound gates: 3 / 0.94
buf+inv: 5 / 2.53
flops: 1 / 0.66
mux: 1 / 0.59
simple gates: 3 / 0.51
[layout by cell type (no fill, tap or decap), types with 36 or more instances in the layout]
cell / instances
o22ai_1: 105
mux4_2: 360
mux2i_1: 297
clkinv_2: 40
clkbuf_16: 199
nand3_1: 36
nand2_1: 145
a21oi_1: 52
clkinv_1: 43
o221ai_1: 55
a211oi_1: 48
o21ai_0: 38
a22oi_1: 60
edfxtp_1: 2048
nor2_1: 290
buf_4: 143
[registers in the layout, summed over array words and instances, names as in the netlist, 3 cells and up]
signal / cells
SPI.counter: 4
SPI.cs: 3
SPI.ns: 3
SPI.rx_data: 10
ram.RAM: 2048
ram.dout: 8
ram.rd_address: 8
ram.wr_address: 8
[final timing paths]
path / endpoint / slack (ns)
min: ram.dout[0] / 0.46
min in group asynchronous: SPI.cs[1] / 10.04
min reg2reg: ram.dout[0] / 0.46
max reg2reg: ram.dout[6] / 46.97
max: ram.RAM[208][0] / 38.67
max in group asynchronous: SPI.cs[2] / 41.97
[synth_stat cells (12+ instances only)]
master,count,share of area (%)
nand4_1,21,0.16
mux2i_1,297,3.6
buf_2,64,0.39
o221ai_1,55,0.59
a21oi_1,52,0.32
clkbuf_1,99,0.45
a211oi_1,48,0.44
edfxtp_1,2048,75
nand3_1,36,0.22
mux4_2,360,9.8
o22ai_1,105,0.80
ha_1,12,0.18
nor3_1,29,0.18
buf_6,34,0.47
a21boi_0,14,0.13
a22oi_1,60,0.55
buf_8,17,0.31
o21ai_0,38,0.23
nor2_1,291,1.3
a2111oi_0,15,0.16
dfxtp_1,42,1.0
mux4_1,35,1.1
nand2_1,146,0.67
nor2b_1,30,0.23
[metrics by stage]
step | total power [uW] | setup WS (ns) | cell area, um^2 | hold WS [ns] | util, %
2_1_floorplan | 1850 | 39.87 | 82300 | 0.430 | -
3_3_place_gp | 1850 | 38.06 | 86500 | 0.445 | 31.8
3_5_place_dp | 1850 | 38.02 | 86500 | 0.447 | 31.8
4_1_cts | 3280 | 38.87 | 93100 | 0.461 | 34.3
5_1_grt | 3350 | 38.50 | 93100 | 0.497 | 34.3
6_report | 3260 | 38.67 | 93200 | 0.464 | 34.3
[cell type report]
class	instances	area (um^2)
diodes	5	12.5
clock buffers	230	5100
clock inverters	143	1560
fillers	24888	179000
inverters	11	43.8
multi-input cells	1782	18200
flip-flops and latches	2096	62500
well taps	3570	4470
repair buffers	154	1250
Power figures rest on the tool's default switching activity, not on a simulated workload.
